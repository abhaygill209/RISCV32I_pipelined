### design/flow/run.sh
#!/bin/bash
# OpenROAD 26Q1-2900-gdf79404cd8, Yosys 0.63+post, stock flow scripts
make -C /OpenROAD-flow-scripts/flow DESIGN_CONFIG=/design/flow/config.mk WORK_HOME=/design/flow/orfs finish
### design/flow/config.mk
export PLATFORM = sky130hd
export DESIGN_NAME = load_instr
export DESIGN_NICKNAME = load_instr
export VERILOG_FILES = /design/flow/design.v
export SDC_FILE = /design/flow/constraint.sdc
export NUM_CORES = 4
export LEC_CHECK = 1
export CORE_AREA = 10 10 70 70
export DIE_AREA = 0 0 80 80
### design/flow/constraint.sdc
current_design load_instr

set clk_period 1.8
set clk_io_pct 0.2

create_clock -name clk0 -period $clk_period

set non_clock_inputs [all_inputs -no_clocks]
set_input_delay [expr $clk_period * $clk_io_pct] -clock clk0 $non_clock_inputs
set_output_delay [expr $clk_period * $clk_io_pct] -clock clk0 [all_outputs]
### design/flow/design.v
module load_instr (
    input [31:0] ReadData,
    input [1:0] load,
    output reg [31:0] ReadDatap
);
always @(*) begin
    case(load)
        2'b00: ReadDatap <= {{24{ReadData[7]}}, ReadData[7:0]}; 
        2'b01: ReadDatap <= {{16{ReadData[15]}}, ReadData[15:0]}; 
        2'b10: ReadDatap <= ReadData;
        default: ReadDatap <= ReadData; 
    endcase
end
endmodule
==> tab_implementation.tex <==
% Auto-generated results table
\begin{tabular}{lr}
\hline
Metric & Value \\
\hline
\multicolumn{2}{l}{\textbf{Global routing}} \\
Antenna violations before repair & 0 \\
Number of global-route vias before repair & 559 \\
Global Route Usage Sum & 4.71\% \\
Global-route wire length before repair & 2.55 mm \\
Total grt overflow & 0 \\
Maximum number of pins on one net before global-route repair & 25 \\
\multicolumn{2}{l}{\textbf{Yosys}} \\
Largest family of logic cells by area & multiplexers \\
Compound-cell area share of the yosys netlist & 9.38\% \\
Xor+xnor area frac & 0\% \\
Post-synthesis sequential area ratio & 0\% \\
Cell count listed in synth\_stat.txt & 64 \\
Synthesized netlist cell count & 64 \\
Syn avg cell area & 6.67 um2 \\
Most frequent cells after synthesis & 16 x inv\_1, 16 x mux2i\_1, 9 x buf\_4 \\
Total number of yosys warnings & 1 \\
Synthesis area per yosys & 427 um2 \\
Top cells, area & mux2i\_1 38\%, buf\_4 16\%, inv\_1 14\%, o21ai\_0 9.4\%, nand2\_1 7.0\% \\
Yosys adder share & 0\% \\
Post-synthesis cell area & 427 um2 \\
Post-synth mux share & 42.8\% \\
Share of the synthesized area in the top cell type & 37.5\% \\
Count of unique library cells instantiated by Yosys & 9 \\
Cell taking the most area after synthesis & mux2i\_1 \\
Simple-gate area share of the yosys netlist & 9.09\% \\
\multicolumn{2}{l}{\textbf{Timing}} \\
Final number of setup-violating endpoints & 0 \\
Top achievable clock speed & 578 MHz \\
Final hold vios & 0 \\
Worst slew margin relative to its limit & 88.8\% \\
Post-Route Hold Slack & 0.720 ns \\
RSZ-0062 raised after global routing & no \\
Fraction of the cycle the final worst path needs & 96.1\% \\
Worst-margin pin slew & 0.165 ns \\
Final min period & 1.73 ns \\
Final Max Slew Viols & 0 \\
\multicolumn{2}{l}{\textbf{Finish}} \\
Final core utilization & 27.5\% \\
Area taken by flip-flops and latches & 0 um2 \\
Count of clock-net buffers in the final layout & 0 \\
Synthesis-to-layout area growth & 120\% \\
Share of cells above drive strength 1 & 11.0\% \\
Number of sequential cells & 0 \\
\multicolumn{2}{l}{\textbf{Setup path}} \\
Startpoint Class & input pin \\
Setup crit end kind & output port \\
Start-to-end type of the worst setup path & in -> out \\
Required time worst endpoint & 1.44 ns \\
Arrival time of data at the critical path endpoint & 1.37 ns \\
Peak fanout along the critical path & 5 \\
\multicolumn{2}{l}{\textbf{Power and ir drop}} \\
Leakage power of the design & 0.514 nW \\
Final Power & 0.000199 W \\
Maximum resistive drop on vdd & 66.1 uV \\
Cell Pwr Density & 211 mW/mm2 \\
\multicolumn{2}{l}{\textbf{Drt}} \\
Met2 wire length & 864 um \\
Antenna Diode Count & 0 \\
Max Used Layer & met4 \\
Routed vias & 532 \\
Total wire length & 1.74 mm \\
Residual DRC count & 0 \\
Met3 routed wirelength & 162 um \\
Vias per std cell & 3.43 \\
Detailed router's first-iteration violation count & 5 \\
Detailed-router iteration count before antenna repair & 3 \\
Wire length the detailed router placed on met1 & 709 um \\
Per-cell routed wire length & 11.2 um \\
Remaining antenna violation count & 0 \\
\multicolumn{2}{l}{\textbf{Flow run}} \\
Stage-log warning count & 32 \\
Number of maximum-capacitance constraint violations & 0 \\
\multicolumn{2}{l}{\textbf{Placed design}} \\
Port-buffer cells & 52 \\
Half-perimeter wire length after detailed placement & 1.47 mm \\
Weighted congestion reported at the end of routability-driven placement & 0.744 \\
\multicolumn{2}{l}{\textbf{Worst hold path}} \\
Type of the tightest min-delay check & in -> out \\
\multicolumn{2}{l}{\textbf{Status}} \\
Run status & completed \\
\multicolumn{2}{l}{\textbf{Clocking}} \\
\# hold bufs at CTS & 0 \\
\multicolumn{2}{l}{\textbf{Die}} \\
X dimension of the die & 80 um \\
Vertical extent of the die & 80 um \\
Overall chip area & 0.00640 mm2 \\
I/O pin count & 66 \\
Count of standard-cell rows & 21 \\
Std-Cell Core Area & 0.00342 mm2 \\
Initial core utilization & 12.5\% \\
\hline
\end{tabular}
layer usage:
layer  vias up  GRT usage (%)
met2        23           8.35
met1       227           5.47
met3         2           1.82
li1        280              -
met4         0          0.176
met5         -              0
layout by cell type (no fill, tap or decap):
cell type	count
mux2i_4	1
buf_2	2
buf_4	5
mux2i_1	16
clkdlybuf4s50_1	24
buf_12	2
clkdlybuf4s15_2	1
or3b_4	1
o21ai_0	8
dlygate4sd2_1	25
inv_1	16
nand2_1	8
worst max-delay path: stages:
cell and delay (ns):
clkdlybuf4s15_2 0.19, or3b_4 0.41, buf_4 0.16, nand2_1 0.05, dlygate4sd2_1 0.21
worst paths after layout:
check,start,to,slack [ns],depth (start not counted)
worst min-delay path,ReadData[0],ReadDatap[0],0.72,0
worst max-delay path,ReadData[7],ReadDatap[9],0.07,5
stage by stage:
stage	instances	setup TNS (ns)	worst slack [ns]	area [um2]
2_1_floorplan	64	0	0.438	427
3_3_place_gp	152	-11.44	-0.486	942
3_5_place_dp	152	-11.27	-0.505	942
4_1_cts	155	0	0.0686	940
5_1_grt	155	0	0.0364	940
6_report	155	0	0.0697	940
power breakdown:
part           total [W]  leakage [nW]  switching [W]  internal, W
clock                  0             0              0            0
combinational   0.000199         0.514      0.0000603     0.000138
sequential             0             0              0            0
final cells by class:
type                            instances  area [um2]
Multi-Input combinational cell         34         264
Tap cell                               46        57.6
Fill cell                             387        2480
Timing Repair Buffer                   59         558
Inverter                               16        60.1
logic make-up after synthesis:
| family | count (synthesis) |
|---|---|
| mux | 17 |
| simple gates | 9 |
| buf+inv | 30 |
| compound gates | 8 |
repair_timing:
item,CTS,global route
gates resized,40,0
setup buffers,3,0
endpoints found under the setup margin,25,0
Power figures rest on the tool's default switching activity, not on a simulated workload.
