## design.v

```verilog
module Subtractor (
    input  wire signed [31:0] A,       
    input  wire signed [31:0] B,       
    output wire signed [31:0] Diff,    
    output wire               Overflow  
);
    assign Diff = A - B;
    assign Overflow = ((A[31] != B[31]) && (Diff[31] != A[31]));
endmodule
```

## run.sh

```bash
#!/bin/bash
# OpenROAD 26Q1-2900-gdf79404cd8, Yosys 0.63+post, stock flow scripts
make -C /OpenROAD-flow-scripts/flow DESIGN_CONFIG=/design/flow/config.mk WORK_HOME=/design/flow/orfs finish
```

## config.mk

```make
export PLATFORM = sky130hd
export DESIGN_NAME = Subtractor
export DESIGN_NICKNAME = Subtractor
export VERILOG_FILES = /design/flow/design.v
export SDC_FILE = /design/flow/constraint.sdc
export NUM_CORES = 4
export LEC_CHECK = 1
export CORE_AREA = 10 10 99 99
export DIE_AREA = 0 0 109 109
```

## constraint.sdc

```tcl
current_design Subtractor

set clk_period 24.7
set clk_io_pct 0.2

create_clock -name clk0 -period $clk_period

set non_clock_inputs [all_inputs -no_clocks]
set_input_delay [expr $clk_period * $clk_io_pct] -clock clk0 $non_clock_inputs
set_output_delay [expr $clk_period * $clk_io_pct] -clock clk0 [all_outputs]
```

==> results.py <==
# Generated from Yosys and OpenROAD reports
metrics = {
    "placed_design": {
        "hpwl_um": 5789,
        "gp_congestion": 0.9123,
        "io_buffers": 97,
    },
    "power_and_ir_drop": {
        "swShare": 0.4098,
        "power_leakage_uw": 0.001351,
        "p_sw_uw": 34.26,
        "power_density_mw_per_mm2": 28.04,
        "p_int_uw": 49.34,
        "finalPower_uw": 83.59,
        "max-vdd-ir-drop_uv": 13.85,
        "clkPwrFrac": 0,
        "power_frac_comb": 1.000,
        "p_seq_frac": 0,
    },
    "critical_path": {
        "worst_path_most_repeated_cell": "a31oi_1",
        "cp.arrival_ps": 8000,
        "crit_fanout": 4,
        "crit_buf_inv": 3,
        "slowest_delay_ps": 490,
        "endpoint_kind": "output port",
        "cp-start-kind": "input pin",
        "crit_chain": "clkdlybuf4s50_1 -> inv_1 -> ha_1 -> fa_1 -> nor2b_1 -> o21bai_1 -> a31oi_1 -> a31oi_1 -> a41oi_2 -> a31oi_1 -> xnor2_1 -> clkdlybuf4s50_1",
        "slowest_stage": "clkdlybuf4s50_1",
        "crit_required_ps": 19760,
        "worst-setup-path-type": "input pin to output port",
        "cpLargestDelayFamily": "AND-OR/OR-AND gates",
    },
    "floorplan": {
        "fp-utilization": 0.2487,
        "die-area_mm2": 0.01188,
        "ios": 97,
        "die_h_um": 109,
        "fp.coreArea_mm2": 0.007727,
        "num_rows": 32,
        "die_x_um": 109,
    },
    "clock_network": {
        "postCtsSetupBuffers": 0,
        "cts_resized": 0,
        "hold_buffers": 0,
    },
    "route": {
        "drt_wl_total_um": 6550,
        "vias": 2222,
        "viasPerCell": 4.708,
        "drc": 0,
        "antenna_cells": 0,
        "drtIter0Drc": 51,
        "wl_per_cell_um": 13.88,
        "drt_first_pass_iters": 4,
        "final_antenna_net_count": 0,
    },
    "logic_synthesis": {
        "ys_types": 49,
        "syn_inst": 281,
        "synth_area_mm2": 0.001922,
        "yosys-top-cells-area": "ha_1, xnor2_1, inv_1",
        "synth_top_area_share": 0.2018,
        "avgSynthCellArea_um2": 6.839,
        "ys_chip_area_mm2": 0.001922,
        "ys_cells": 281,
        "yosys_warnings": 0,
        "postSynthSeqShare": 0,
        "top_area_cell": "ha_1",
    },
    "timing": {
        "slew_violations": 0,
        "final.setup.tns_ps": 0,
        "slew_headroom": 0.7027,
        "min_period_over_period": 0.5237,
        "grt_setup_unrepaired": "no",
        "max_freq_mhz": 77.31,
        "final_hold_viol_count": 0,
        "tightest_slew_ps": 444.4,
        "finalSetupViolCount": 0,
        "fin_crit_ps": 12940,
    },
    "layout": {
        "clkbuf_count": 0,
        "fillers": 813,
        "flop_area_um2": 0,
        "ff_count": 0,
        "drive_gt1_frac": 0.02703,
        "area_growth_syn_to_layout_pct": 55.14,
    },
    "grt": {
        "grt_use_total": 0.1053,
        "grt_max_degree": 12,
        "grt_pass1_wl_um": 10450,
        "antenna_found_initial": 0,
        "grt-ovfl-total": 0,
        "grt_pass1_vias": 2219,
    },
    "flow_run": {
        "maxCapViolCount": 0,
        "openroad.warnings": 32,
    },
    "worst_hold_path": {
        "hp-class": "input pin to output port",
    },
    "run_status": {
        "status": "finished clean",
    },
}
Yosys cell counts (4+ instances only):
master / number
nand3_1: 8
nor3_1: 6
nor2_1: 11
nor2b_1: 4
and2_1: 4
ha_1: 31
xnor2_1: 19
a21o_1: 10
a21oi_1: 25
o21a_1: 6
inv_1: 39
a31oi_1: 9
nand2b_1: 4
o21ai_0: 14
clkbuf_1: 6
and3_1: 5
nand4_1: 4
xor2_1: 10
nand2_1: 22
power groups by stage:
stage | logic (uW) | clock network [uW] | registers [uW]
4_1_cts | 85.2 | 0 | 0
5_1_grt | 93.2 | 0 | 0
6_report | 83.6 | 0 | 0
tightest hold or removal path: cells and delay by family:
kind                   cells  cell delay (ps)
multiplexers               1               70
AND/OR/NAND/NOR            1               80
buffers and inverters      2              820
worst paths after layout:
check	startpoint	to	slack, ps	depth (start not counted)
setup / recovery	A[0]	Diff[24]	11760	12
hold / removal	A[31]	Overflow	10850	4
metrics by stage:
step / utilization / cell area, um^2 / instances / hold WS (ps) / setup slack [ps]
3_3_place_gp: 0.3858 / 2982 / 472 / 10850 / 11780
6_report: 0.3858 / 2982 / 472 / 10850 / 11760
2_1_floorplan: - / 1922 / 281 / 9976 / 13040
3_5_place_dp: 0.3858 / 2982 / 472 / 10860 / 11780
5_1_grt: 0.3858 / 2982 / 472 / 10930 / 11560
4_1_cts: 0.3858 / 2982 / 472 / 10870 / 11740
cell usage in the layout (no fill, tap or decap), types with 2 or more instances in the layout:
cell / synthesis / layout
o21bai_1: 2 / 2
nand2b_1: 4 / 4
a41oi_2: 2 / 2
nand2_1: 22 / 22
a22oi_1: 2 / 2
o21a_1: 6 / 6
a31oi_1: 9 / 9
a21boi_1: 3 / 3
a21oi_2: 3 / 3
a211oi_1: 3 / 3
inv_1: 39 / 39
a21o_1: 10 / 10
xor2_1: 10 / 10
o211ai_1: 2 / 2
nand4_1: 4 / 4
and3_1: 5 / 5
nor2b_1: 4 / 4
a21oi_1: 25 / 25
clkdlybuf4s50_1: 0 / 97
ha_1: 31 / 31
nor3_1: 6 / 6
and2_1: 4 / 4
a21boi_0: 2 / 2
nor2_1: 11 / 11
o21ai_0: 14 / 14
nand3b_1: 2 / 2
nand3_1: 8 / 8
xnor2_1: 19 / 19
o21ai_1: 3 / 3
routing by layer:
layer / up-vias / share of wire / wire length, um / track usage
met1: 961 / 0.47 / 3100 / 0.1416
met4: 0 / 0 / 0 / 0
met5: - / 0 / 0 / 0
li1: 1184 / - / - / -
met3: 0 / 0.085 / 554 / 0.02509
met2: 77 / 0.44 / 2895 / 0.1778
area by class of cell:
class,instances,area (um^2),share of cell area
inverter,39,146.4,0.04910
multi-input combinational,234,1737,0.5825
tap,102,127.6,0.04280
timing repair buffer,97,970.9,0.3256
cell families after synthesis:
| logic type | Yosys count | share of synthesized area |
|---|---|---|
| AOI/OAI and AO/OA | 100 | 0.3704 |
| xor gates and xnor gates | 29 | 0.1322 |
| adders and majority gates | 32 | 0.2122 |
| buffers and inverters | 47 | 0.09635 |
| muxes | 1 | 0.005209 |
| and+or+nand+nor | 72 | 0.1836 |
Power figures rest on the tool's default switching activity, not on a simulated workload.
